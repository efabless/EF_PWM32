File: flow/constraint.sdc
current_design EF_PWM32_wb

set clk_period 7.5
set clk_io_pct 0.2

create_clock -name clk0 -period $clk_period [get_ports {clk_i}]

set non_clock_inputs [all_inputs -no_clocks]
set_input_delay [expr $clk_period * $clk_io_pct] -clock clk0 $non_clock_inputs
set_output_delay [expr $clk_period * $clk_io_pct] -clock clk0 [all_outputs]
File: flow/design.v
`timescale			    1ns/1ns
`default_nettype        none
module EF_PWM32(
    input wire          clk,
    input wire          rst_n,
    output wire         pwmA,
    output wire         pwmB,
    input wire [31:0]   cmpA,
    input wire [31:0]   cmpB,
    input wire [31:0]   top,
    input wire [ 3:0]   clkdiv,
    input wire          cntr_mode,
    input wire          enA,
    input wire          enB,
    input wire          invA,
    input wire          invB,
    input wire          en,
    input wire [1:0]    pwmA_e0a,
    input wire [1:0]    pwmA_e1a,
    input wire [1:0]    pwmA_e2a,
    input wire [1:0]    pwmA_e3a,
    input wire [1:0]    pwmA_e4a,
    input wire [1:0]    pwmA_e5a,
    input wire [1:0]    pwmB_e0a,
    input wire [1:0]    pwmB_e1a,
    input wire [1:0]    pwmB_e2a,
    input wire [1:0]    pwmB_e3a,
    input wire [1:0]    pwmB_e4a,
    input wire [1:0]    pwmB_e5a
);
    reg [ 3:0] clkdiv_ctr;
    always @(posedge clk or negedge rst_n)
        if(!rst_n)
            clkdiv_ctr <= 4'b0;
        else 
            if(en)
                clkdiv_ctr <= clkdiv_ctr + 4'b1;
    wire clkdiv2 = clkdiv[0];
    wire clkdiv4 = clkdiv[1] & (clkdiv_ctr[0] == 1'b1);
    wire clkdiv8 = clkdiv[2] & (clkdiv_ctr[1:0] == 2'b11);
    wire clkdiv16 = clkdiv[3] & (clkdiv_ctr[2:0] == 3'b111);
    reg clken;
    always @(posedge clk or negedge rst_n)
        if(!rst_n)
            clken <= 1'b0;
        else
            if(clken) 
                clken <= 1'b0;
            else 
                if(clkdiv2 | clkdiv4 | clkdiv8 | clkdiv16)
                    clken <= 1'b1;
    reg [31:0] cntr;
    reg dir;
    wire cmp_top    = (cntr == top);
    wire cmp_zero   = (cntr == 32'd0);
    wire cmp_a      = (cntr == cmpA);
    wire cmp_b      = (cntr == cmpB);
    wire cmp_au     = cmp_a & ~dir;
    wire cmp_ad     = cmp_a & dir;
    wire cmp_bu     = cmp_b & ~dir;
    wire cmp_bd     = cmp_b & dir;
    always @(posedge clk or negedge rst_n)
        if(!rst_n) dir <= 1'b0;
        else if(cmp_zero) dir <= 1'b0;
        else if(cmp_top) dir <= 1'b1;
    always @(posedge clk or negedge rst_n)
        if(!rst_n) cntr <= 32'b0;
        else 
            if (clken) 
                if(cntr_mode) cntr <= dir ? cntr - 32'b1 : cntr + 32'b1;
                else 
                    if(cmp_top) cntr <= 32'd0; 
                    else cntr <= cntr + 32'b1;
    reg pwm_a, pwm_b;
    always @(posedge clk or negedge rst_n)
        if(!rst_n) 
            pwm_a <= 1'b0;
        else if(clken & enA) begin
            if(cmp_zero)
                case (pwmA_e0a)
                    2'b01: pwm_a <= 1'b1;
                    2'b10: pwm_a <= 1'b0;
                    2'b11: pwm_a <= ~pwm_a; 
                endcase
            else if(cmp_au)
                case (pwmA_e1a)
                    2'b01: pwm_a <= 1'b1;
                    2'b10: pwm_a <= 1'b0;
                    2'b11: pwm_a <= ~pwm_a; 
                endcase
            else if(cmp_bu)
                case (pwmA_e2a)
                    2'b01: pwm_a <= 1'b1;
                    2'b10: pwm_a <= 1'b0;
                    2'b11: pwm_a <= ~pwm_a; 
                endcase
            else if(cmp_top)
                case (pwmA_e3a)
                    2'b01: pwm_a <= 1'b1;
                    2'b10: pwm_a <= 1'b0;
                    2'b11: pwm_a <= ~pwm_a; 
                endcase
            else if(cmp_bd)
                case (pwmA_e4a)
                    2'b01: pwm_a <= 1'b1;
                    2'b10: pwm_a <= 1'b0;
                    2'b11: pwm_a <= ~pwm_a; 
                endcase
            else if(cmp_ad)
                case (pwmA_e5a)
                    2'b01: pwm_a <= 1'b1;
                    2'b10: pwm_a <= 1'b0;
                    2'b11: pwm_a <= ~pwm_a; 
                endcase
        end
    always @(posedge clk or negedge rst_n)
        if(!rst_n) pwm_b <= 1'b0;
        else if(clken & enB) begin
            if(cmp_zero)
                case (pwmB_e0a)
                    2'b01: pwm_b <= 1'b1;
                    2'b10: pwm_b <= 1'b0;
                    2'b11: pwm_b <= ~pwm_a; 
                endcase
            else if(cmp_au)
                case (pwmB_e1a)
                    2'b01: pwm_b <= 1'b1;
                    2'b10: pwm_b <= 1'b0;
                    2'b11: pwm_b <= ~pwm_a; 
                endcase
            else if(cmp_bu)
                case (pwmB_e2a)
                    2'b01: pwm_b <= 1'b1;
                    2'b10: pwm_b <= 1'b0;
                    2'b11: pwm_b <= ~pwm_a; 
                endcase
            else if(cmp_top)
                case (pwmB_e3a)
                    2'b01: pwm_b <= 1'b1;
                    2'b10: pwm_b <= 1'b0;
                    2'b11: pwm_b <= ~pwm_a; 
                endcase
            else if(cmp_bd)
                case (pwmB_e4a)
                    2'b01: pwm_b <= 1'b1;
                    2'b10: pwm_b <= 1'b0;
                    2'b11: pwm_b <= ~pwm_a; 
                endcase
            else if(cmp_ad)
                case (pwmB_e5a)
                    2'b01: pwm_b <= 1'b1;
                    2'b10: pwm_b <= 1'b0;
                    2'b11: pwm_b <= ~pwm_a; 
                endcase
        end
        assign pwmA = invA ? ~pwm_a : pwm_a;
        assign pwmB = invB ? ~pwm_b : pwm_b;
endmodule
`timescale			1ns/1ns
`default_nettype	none
module EF_PWM32_wb (
	output	wire 		pwmA,
	output	wire 		pwmB,
	input	wire 		clk_i,
	input	wire 		rst_i,
	input	wire [31:0]	adr_i,
	input	wire [31:0]	dat_i,
	output	wire [31:0]	dat_o,
	input	wire [3:0]	sel_i,
	input	wire 		cyc_i,
	input	wire 		stb_i,
	output	reg 		ack_o,
	input	wire 		we_i
);
	localparam[15:0] CMPA_REG_ADDR = 16'h0000;
	localparam[15:0] CMPB_REG_ADDR = 16'h0004;
	localparam[15:0] TOP_REG_ADDR = 16'h0008;
	localparam[15:0] CLKDIV_REG_ADDR = 16'h000c;
	localparam[15:0] CONTROL_REG_ADDR = 16'h0010;
	localparam[15:0] GENA_REG_ADDR = 16'h0014;
	localparam[15:0] GENB_REG_ADDR = 16'h0018;
	reg	[31:0]	CMPA_REG;
	reg	[31:0]	CMPB_REG;
	reg	[31:0]	TOP_REG;
	reg	[3:0]	CLKDIV_REG;
	reg	[5:0]	CONTROL_REG;
	reg	[11:0]	GENA_REG;
	reg	[11:0]	GENB_REG;
	wire[31:0]	cmpA	= CMPA_REG[31:0];
	wire[31:0]	cmpB	= CMPB_REG[31:0];
	wire[31:0]	top	= TOP_REG[31:0];
	wire[3:0]	clkdiv	= CLKDIV_REG[3:0];
	wire		en	= CONTROL_REG[0:0];
	wire		enA	= CONTROL_REG[1:1];
	wire		enB	= CONTROL_REG[2:2];
	wire		invA	= CONTROL_REG[3:3];
	wire		invB	= CONTROL_REG[4:4];
	wire		cntr_mode	= CONTROL_REG[5:5];
	wire[1:0]	pwmA_e0a	= GENA_REG[1:0];
	wire[1:0]	pwmA_e1a	= GENA_REG[3:2];
	wire[1:0]	pwmA_e2a	= GENA_REG[5:4];
	wire[1:0]	pwmA_e3a	= GENA_REG[7:6];
	wire[1:0]	pwmA_e4a	= GENA_REG[9:8];
	wire[1:0]	pwmA_e5a	= GENA_REG[11:10];
	wire[1:0]	pwmB_e0a	= GENB_REG[1:0];
	wire[1:0]	pwmB_e1a	= GENB_REG[3:2];
	wire[1:0]	pwmB_e2a	= GENB_REG[5:4];
	wire[1:0]	pwmB_e3a	= GENB_REG[7:6];
	wire[1:0]	pwmB_e4a	= GENB_REG[9:8];
	wire[1:0]	pwmB_e5a	= GENB_REG[11:10];
	wire		wb_valid	= cyc_i & stb_i;
	wire		wb_we	= we_i & wb_valid;
	wire		wb_re	= ~we_i & wb_valid;
	wire[3:0]	wb_byte_sel	= sel_i & {4{wb_we}};
	wire		_clk_	= clk_i;
	wire		_rst_	= rst_i;
	EF_PWM32 inst_to_wrap (
		.clk(_clk_),
		.rst_n(~_rst_),
		.pwmA(pwmA),
		.pwmB(pwmB),
		.cmpA(cmpA),
		.cmpB(cmpB),
		.top(top),
		.clkdiv(clkdiv),
		.cntr_mode(cntr_mode),
		.enA(enA),
		.enB(enB),
		.en(en),
		.invA(invA),
		.invB(invB),
		.pwmA_e0a(pwmA_e0a),
		.pwmA_e1a(pwmA_e1a),
		.pwmA_e2a(pwmA_e2a),
		.pwmA_e3a(pwmA_e3a),
		.pwmA_e4a(pwmA_e4a),
		.pwmA_e5a(pwmA_e5a),
		.pwmB_e0a(pwmB_e0a),
		.pwmB_e1a(pwmB_e1a),
		.pwmB_e2a(pwmB_e2a),
		.pwmB_e3a(pwmB_e3a),
		.pwmB_e4a(pwmB_e4a),
		.pwmB_e5a(pwmB_e5a)
	);
	always @ (posedge clk_i or posedge rst_i)
		if(rst_i) ack_o <= 1'b0;
		else
			if(wb_valid & ~ack_o)
				ack_o <= 1'b1;
			else
				ack_o <= 1'b0;
	always @(posedge clk_i or posedge rst_i) if(rst_i) CMPA_REG <= 0; else if(wb_we & (adr_i==CMPA_REG_ADDR)) CMPA_REG <= dat_i;
	always @(posedge clk_i or posedge rst_i) if(rst_i) CMPB_REG <= 0; else if(wb_we & (adr_i==CMPB_REG_ADDR)) CMPB_REG <= dat_i;
	always @(posedge clk_i or posedge rst_i) if(rst_i) TOP_REG <= 0; else if(wb_we & (adr_i==TOP_REG_ADDR)) TOP_REG <= dat_i;
	always @(posedge clk_i or posedge rst_i) if(rst_i) CLKDIV_REG <= 0; else if(wb_we & (adr_i==CLKDIV_REG_ADDR)) CLKDIV_REG <= dat_i;
	always @(posedge clk_i or posedge rst_i) if(rst_i) CONTROL_REG <= 0; else if(wb_we & (adr_i==CONTROL_REG_ADDR)) CONTROL_REG <= dat_i;
	always @(posedge clk_i or posedge rst_i) if(rst_i) GENA_REG <= 0; else if(wb_we & (adr_i==GENA_REG_ADDR)) GENA_REG <= dat_i;
	always @(posedge clk_i or posedge rst_i) if(rst_i) GENB_REG <= 0; else if(wb_we & (adr_i==GENB_REG_ADDR)) GENB_REG <= dat_i;
	assign	dat_o = 
			(adr_i == CMPA_REG_ADDR) ? CMPA_REG :
			(adr_i == CMPB_REG_ADDR) ? CMPB_REG :
			(adr_i == TOP_REG_ADDR) ? TOP_REG :
			(adr_i == CLKDIV_REG_ADDR) ? CLKDIV_REG :
			(adr_i == CONTROL_REG_ADDR) ? CONTROL_REG :
			(adr_i == GENA_REG_ADDR) ? GENA_REG :
			(adr_i == GENB_REG_ADDR) ? GENB_REG :
			32'hDEADBEEF;
endmodule
File: flow/run.sh
#!/bin/bash
# OpenROAD 26Q1-2900-gdf79404cd8, Yosys 0.63+post, stock flow scripts
make -C /OpenROAD-flow-scripts/flow DESIGN_CONFIG=/design/flow/config.mk WORK_HOME=/design/flow/orfs finish
File: flow/config.mk
export PLATFORM = sky130hd
export DESIGN_NAME = EF_PWM32_wb
export DESIGN_NICKNAME = EF_PWM32_wb
export VERILOG_FILES = /design/flow/design.v
export SDC_FILE = /design/flow/constraint.sdc
export NUM_CORES = 4
export LEC_CHECK = 1
export CORE_UTILIZATION = 50
==> out/metrics.csv <==
metric,value,unit
status,"complete, no violations",
swShare,24.89,%
ir_drop,0.0001347,V
top_cell_area_share,41.02,%
fin_crit_sh,82.21,%
r2r_setup_slack,4.05,ns
p_comb_share,3.8,%
hold_buffers,0,
postSynthAreaPerCell,9.803,sq um
cts_tree,done,
grt_pass1_vias,8138,
fp-utilization,51.09,%
gp_congestion,0.9386,
area_leaders,"dfrtp_1 (41%), mux2_2 (14%), xor2_1 (5.7%), ha_1 (3.4%), nand2_1 (3.4%)",
hold_ws,0.4310,ns
fin_tns_setup,0,ns
drv_cap,0,
synthDistinctLibCells,61,
cts-root-buf,clkbuf_16,
ys_seq_share,41.02,%
startpoint,adr_i[26],
cp-end-kind,output pin,
die_w,146.0,um
grtUsageTotal,31.03,%
max_slew_margin,47.21,%
dp_hpwl,22780,um
regToRegStartpoint,inst_to_wrap.cntr[1]$_DFFE_PP0P_,
cp.required,6.00,ns
async_reset_ff_share,100.0,%
core,20300,sq um
synth.most_common_cell,dfrtp_1,
clock_sinks,170,
dieArea,21320,sq um
post-place-ws,1.424,ns
via_count,8345,
clkPwrFrac,47.3,%
drt.antenna.violating_nets,0,
grt_start_max_net_pins,107,
ys_area,10370,sq um
tightest_slew,0.7858,ns
pwr_density_cell,153.7,nW/um^2
cp_max_fo,14,
worst_ep_arrival_time,4.67,ns
reg2reg_to,inst_to_wrap.pwm_b$_DFFE_PP0P_,
rsz0062_at_grt,false,
edf_count,0,
place_inst,1374,
grt_overflow,0,
p_int,1.407,mW
clock_path_buffers,2,
synth_flops,170,
cts_buffers,17,
die_y,146.0,um
hp-class,reg2reg,
setup_viol,0,
ctsResizeCount,0,
r2r_cells,7,
final_util,60.04,%
ys.warnings.count,2,
postCtsSetupBuffers,0,
wl_per_cell,22.02,um
areaGrowthSynthToFinish,17.52,%
syn-instance-count,1058,
io_buffers,103,
routed_wl,30960,um
synth_area,10370,sq um
fmax,162.2,MHz
pwr-share-seq,48.9,%
switchingPower,0.4662,mW
hold_viol,0,
start_kind,primary input,
instances_no_fill,1406,
fill_cells,1750,
warning_count,44,
fin_worst_skew,0.01207,ns
p_leak,6.065,nW
finalCriticalPeriod,6.166,ns
clock_latency,0.43,ns
htreeDepth,4,
crit_path_end,dat_o[31],
largest_area_cell,dfrtp_1,
via_per_inst,5.935,
dr.first_iter.drc_count,582,
worst-setup-path-type,in2out,
drv_slew,0,
antenna_found_initial,0,
grt_first_pass_wirelength,47960,um
ys_cells,1058,
drc_errors,0,
firstDrtPassIters,5,
diodes,0,
flop_cell,dfrtp_1,
hp-start,ack_o$_DFF_PP0_,
drive_above_1_share,17.69,%
finalWorstSetupSlack,1.334,ns
num_rows,52,
io_pins,108,
common_cells,"dfrtp_1 (170), mux2_2 (133), nand2_1 (93)",
clk_pin_slew,0.08,ns
==> metrics by stage <==
stage / total power [mW] / instance area, sq um
3_3_place_gp: 1.007 / 11600
2_1_floorplan: 0.9517 / 10370
3_5_place_dp: 1.007 / 11600
4_1_cts: 1.893 / 12190
5_1_grt: 1.934 / 12190
6_report: 1.873 / 12190
==> critical path: stages <==
cell	delay [ns]
clkdlybuf4s50_1	0.40
nor4_1	0.37
nand4_1	0.23
nor3_1	0.54
nand3_1	0.32
and3_1	0.51
a21oi_1	0.23
o31ai_1	0.12
clkdlybuf4s50_1	0.45
==> cells by family (layout without fill, tap and decap cells) <==
group,after synthesis,count (layout),synth area share (%)
compound gates,191,191,12.22
xor+xnor,101,101,8.529
fa+ha+maj,28,28,3.378
buf+inv,105,183,3.921
flops,170,170,41.02
mux,143,143,15.41
simple gates,320,320,15.53
==> area by class of cell <==
| cell class | count | area [sq um] | area share (%) |
|---|---|---|---|
| clock buffer | 18 | 439.2 | 3.603 |
| sequential | 170 | 4254 | 34.90 |
| tap | 270 | 337.8 | 2.772 |
| multi-input combinational | 783 | 5717 | 46.90 |
| clock inverter | 14 | 151.4 | 1.242 |
| timing repair buffer | 119 | 1164 | 9.547 |
| inverter | 32 | 125.1 | 1.027 |
==> per-layer routing <==
metal	GRT usage [%]	vias to the layer above	routed length, um
met5	0	-	0
met1	49.47	4127	14280
li1	-	3944	-
met3	8.121	23	2474
met4	3.646	0	388
met2	45.81	251	13830
==> flip-flops by register name (all words and copies together), names as in the netlist <==
| name | cells |
|---|---|
| CLKDIV_REG | 4 |
| CMPA_REG | 32 |
| CMPB_REG | 32 |
| CONTROL_REG | 6 |
| GENA_REG | 12 |
| GENB_REG | 12 |
| TOP_REG | 32 |
| ack_o | 1 |
| inst_to_wrap.clkdiv_ctr | 3 |
| inst_to_wrap.clken | 1 |
| inst_to_wrap.cntr | 32 |
| inst_to_wrap.dir | 1 |
| inst_to_wrap.pwm_a | 1 |
| inst_to_wrap.pwm_b | 1 |
==> placed cells by master (no fill, tap or decap), drive strengths merged, types with 8 or more instances in the layout <==
cell           Yosys  routed
and3              13      13
clkbuf            57      18
inv               32      40
nand2b             8       8
nand4             20      20
mux2             133     133
a21oi             33      33
o21ai             56      56
mux2i             10      10
or3                8       8
buf               16      16
nand3             18      18
nor4              36      36
clkdlybuf4s50      0     103
ha                28      28
xnor2             34      34
xor2              67      67
and2               8       8
a22o               9       9
dfrtp            170     170
nor2              71      71
nand2             93      93
a22oi             10      10
nor3              21      21
o31ai             33      33
or4                8       8
==> power groups by stage <==
stage     combinational (mW)  clock [mW]  sequential (mW)
5_1_grt               0.0785       0.940            0.916
4_1_cts               0.0732       0.903            0.916
6_report              0.0711       0.886            0.916
==> worst min-delay path by stage <==
stage                        endpoint  slack [ns]  depth (start not counted)
after CTS             ack_o$_DFF_PP0_        0.43                          1
after global routing  ack_o$_DFF_PP0_        0.46                          1
final                 ack_o$_DFF_PP0_        0.43                          1
No activity file was given, so power comes from the tool's default toggle rates.
