==> ./design.v <==
`timescale			    1ns/1ns
`default_nettype        none
module EF_PWM32(
    input wire          clk,
    input wire          rst_n,
    output wire         pwmA,
    output wire         pwmB,
    input wire [31:0]   cmpA,
    input wire [31:0]   cmpB,
    input wire [31:0]   top,
    input wire [ 3:0]   clkdiv,
    input wire          cntr_mode,
    input wire          enA,
    input wire          enB,
    input wire          invA,
    input wire          invB,
    input wire          en,
    input wire [1:0]    pwmA_e0a,
    input wire [1:0]    pwmA_e1a,
    input wire [1:0]    pwmA_e2a,
    input wire [1:0]    pwmA_e3a,
    input wire [1:0]    pwmA_e4a,
    input wire [1:0]    pwmA_e5a,
    input wire [1:0]    pwmB_e0a,
    input wire [1:0]    pwmB_e1a,
    input wire [1:0]    pwmB_e2a,
    input wire [1:0]    pwmB_e3a,
    input wire [1:0]    pwmB_e4a,
    input wire [1:0]    pwmB_e5a
);
    reg [ 3:0] clkdiv_ctr;
    always @(posedge clk or negedge rst_n)
        if(!rst_n)
            clkdiv_ctr <= 4'b0;
        else 
            if(en)
                clkdiv_ctr <= clkdiv_ctr + 4'b1;
    wire clkdiv2 = clkdiv[0];
    wire clkdiv4 = clkdiv[1] & (clkdiv_ctr[0] == 1'b1);
    wire clkdiv8 = clkdiv[2] & (clkdiv_ctr[1:0] == 2'b11);
    wire clkdiv16 = clkdiv[3] & (clkdiv_ctr[2:0] == 3'b111);
    reg clken;
    always @(posedge clk or negedge rst_n)
        if(!rst_n)
            clken <= 1'b0;
        else
            if(clken) 
                clken <= 1'b0;
            else 
                if(clkdiv2 | clkdiv4 | clkdiv8 | clkdiv16)
                    clken <= 1'b1;
    reg [31:0] cntr;
    reg dir;
    wire cmp_top    = (cntr == top);
    wire cmp_zero   = (cntr == 32'd0);
    wire cmp_a      = (cntr == cmpA);
    wire cmp_b      = (cntr == cmpB);
    wire cmp_au     = cmp_a & ~dir;
    wire cmp_ad     = cmp_a & dir;
    wire cmp_bu     = cmp_b & ~dir;
    wire cmp_bd     = cmp_b & dir;
    always @(posedge clk or negedge rst_n)
        if(!rst_n) dir <= 1'b0;
        else if(cmp_zero) dir <= 1'b0;
        else if(cmp_top) dir <= 1'b1;
    always @(posedge clk or negedge rst_n)
        if(!rst_n) cntr <= 32'b0;
        else 
            if (clken) 
                if(cntr_mode) cntr <= dir ? cntr - 32'b1 : cntr + 32'b1;
                else 
                    if(cmp_top) cntr <= 32'd0; 
                    else cntr <= cntr + 32'b1;
    reg pwm_a, pwm_b;
    always @(posedge clk or negedge rst_n)
        if(!rst_n) 
            pwm_a <= 1'b0;
        else if(clken & enA) begin
            if(cmp_zero)
                case (pwmA_e0a)
                    2'b01: pwm_a <= 1'b1;
                    2'b10: pwm_a <= 1'b0;
                    2'b11: pwm_a <= ~pwm_a; 
                endcase
            else if(cmp_au)
                case (pwmA_e1a)
                    2'b01: pwm_a <= 1'b1;
                    2'b10: pwm_a <= 1'b0;
                    2'b11: pwm_a <= ~pwm_a; 
                endcase
            else if(cmp_bu)
                case (pwmA_e2a)
                    2'b01: pwm_a <= 1'b1;
                    2'b10: pwm_a <= 1'b0;
                    2'b11: pwm_a <= ~pwm_a; 
                endcase
            else if(cmp_top)
                case (pwmA_e3a)
                    2'b01: pwm_a <= 1'b1;
                    2'b10: pwm_a <= 1'b0;
                    2'b11: pwm_a <= ~pwm_a; 
                endcase
            else if(cmp_bd)
                case (pwmA_e4a)
                    2'b01: pwm_a <= 1'b1;
                    2'b10: pwm_a <= 1'b0;
                    2'b11: pwm_a <= ~pwm_a; 
                endcase
            else if(cmp_ad)
                case (pwmA_e5a)
                    2'b01: pwm_a <= 1'b1;
                    2'b10: pwm_a <= 1'b0;
                    2'b11: pwm_a <= ~pwm_a; 
                endcase
        end
    always @(posedge clk or negedge rst_n)
        if(!rst_n) pwm_b <= 1'b0;
        else if(clken & enB) begin
            if(cmp_zero)
                case (pwmB_e0a)
                    2'b01: pwm_b <= 1'b1;
                    2'b10: pwm_b <= 1'b0;
                    2'b11: pwm_b <= ~pwm_a; 
                endcase
            else if(cmp_au)
                case (pwmB_e1a)
                    2'b01: pwm_b <= 1'b1;
                    2'b10: pwm_b <= 1'b0;
                    2'b11: pwm_b <= ~pwm_a; 
                endcase
            else if(cmp_bu)
                case (pwmB_e2a)
                    2'b01: pwm_b <= 1'b1;
                    2'b10: pwm_b <= 1'b0;
                    2'b11: pwm_b <= ~pwm_a; 
                endcase
            else if(cmp_top)
                case (pwmB_e3a)
                    2'b01: pwm_b <= 1'b1;
                    2'b10: pwm_b <= 1'b0;
                    2'b11: pwm_b <= ~pwm_a; 
                endcase
            else if(cmp_bd)
                case (pwmB_e4a)
                    2'b01: pwm_b <= 1'b1;
                    2'b10: pwm_b <= 1'b0;
                    2'b11: pwm_b <= ~pwm_a; 
                endcase
            else if(cmp_ad)
                case (pwmB_e5a)
                    2'b01: pwm_b <= 1'b1;
                    2'b10: pwm_b <= 1'b0;
                    2'b11: pwm_b <= ~pwm_a; 
                endcase
        end
        assign pwmA = invA ? ~pwm_a : pwm_a;
        assign pwmB = invB ? ~pwm_b : pwm_b;
endmodule
`timescale			1ns/1ns
`default_nettype	none
module EF_PWM32_apb (
	output	wire 		pwmA,
	output	wire 		pwmB,
	input	wire 		PCLK,
	input	wire 		PRESETn,
	input	wire [31:0]	PADDR,
	input	wire 		PWRITE,
	input	wire 		PSEL,
	input	wire 		PENABLE,
	input	wire [31:0]	PWDATA,
	output	wire [31:0]	PRDATA,
	output	wire 		PREADY
);
	localparam[15:0] CMPA_REG_ADDR = 16'h0000;
	localparam[15:0] CMPB_REG_ADDR = 16'h0004;
	localparam[15:0] TOP_REG_ADDR = 16'h0008;
	localparam[15:0] CLKDIV_REG_ADDR = 16'h000c;
	localparam[15:0] CONTROL_REG_ADDR = 16'h0010;
	localparam[15:0] GENA_REG_ADDR = 16'h0014;
	localparam[15:0] GENB_REG_ADDR = 16'h0018;
	reg	[31:0]	CMPA_REG;
	reg	[31:0]	CMPB_REG;
	reg	[31:0]	TOP_REG;
	reg	[3:0]	CLKDIV_REG;
	reg	[5:0]	CONTROL_REG;
	reg	[11:0]	GENA_REG;
	reg	[11:0]	GENB_REG;
	wire[31:0]	cmpA	= CMPA_REG[31:0];
	wire[31:0]	cmpB	= CMPB_REG[31:0];
	wire[31:0]	top	= TOP_REG[31:0];
	wire[3:0]	clkdiv	= CLKDIV_REG[3:0];
	wire		en	= CONTROL_REG[0:0];
	wire		enA	= CONTROL_REG[1:1];
	wire		enB	= CONTROL_REG[2:2];
	wire		invA	= CONTROL_REG[3:3];
	wire		invB	= CONTROL_REG[4:4];
	wire		cntr_mode	= CONTROL_REG[5:5];
	wire[1:0]	pwmA_e0a	= GENA_REG[1:0];
	wire[1:0]	pwmA_e1a	= GENA_REG[3:2];
	wire[1:0]	pwmA_e2a	= GENA_REG[5:4];
	wire[1:0]	pwmA_e3a	= GENA_REG[7:6];
	wire[1:0]	pwmA_e4a	= GENA_REG[9:8];
	wire[1:0]	pwmA_e5a	= GENA_REG[11:10];
	wire[1:0]	pwmB_e0a	= GENB_REG[1:0];
	wire[1:0]	pwmB_e1a	= GENB_REG[3:2];
	wire[1:0]	pwmB_e2a	= GENB_REG[5:4];
	wire[1:0]	pwmB_e3a	= GENB_REG[7:6];
	wire[1:0]	pwmB_e4a	= GENB_REG[9:8];
	wire[1:0]	pwmB_e5a	= GENB_REG[11:10];
	wire		apb_valid	= PSEL & PENABLE;
	wire		apb_we	= PWRITE & apb_valid;
	wire		apb_re	= ~PWRITE & apb_valid;
	wire		_clk_	= PCLK;
	wire		_rst_	= ~PRESETn;
	EF_PWM32 inst_to_wrap (
		.clk(_clk_),
		.rst_n(~_rst_),
		.pwmA(pwmA),
		.pwmB(pwmB),
		.cmpA(cmpA),
		.cmpB(cmpB),
		.top(top),
		.clkdiv(clkdiv),
		.cntr_mode(cntr_mode),
		.enA(enA),
		.enB(enB),
		.en(en),
		.invA(invA),
		.invB(invB),
		.pwmA_e0a(pwmA_e0a),
		.pwmA_e1a(pwmA_e1a),
		.pwmA_e2a(pwmA_e2a),
		.pwmA_e3a(pwmA_e3a),
		.pwmA_e4a(pwmA_e4a),
		.pwmA_e5a(pwmA_e5a),
		.pwmB_e0a(pwmB_e0a),
		.pwmB_e1a(pwmB_e1a),
		.pwmB_e2a(pwmB_e2a),
		.pwmB_e3a(pwmB_e3a),
		.pwmB_e4a(pwmB_e4a),
		.pwmB_e5a(pwmB_e5a)
	);
	always @(posedge PCLK or negedge PRESETn) if(~PRESETn) CMPA_REG <= 0; else if(apb_we & (PADDR[15:0]==CMPA_REG_ADDR)) CMPA_REG <= PWDATA[32-1:0];
	always @(posedge PCLK or negedge PRESETn) if(~PRESETn) CMPB_REG <= 0; else if(apb_we & (PADDR[15:0]==CMPB_REG_ADDR)) CMPB_REG <= PWDATA[32-1:0];
	always @(posedge PCLK or negedge PRESETn) if(~PRESETn) TOP_REG <= 0; else if(apb_we & (PADDR[15:0]==TOP_REG_ADDR)) TOP_REG <= PWDATA[32-1:0];
	always @(posedge PCLK or negedge PRESETn) if(~PRESETn) CLKDIV_REG <= 0; else if(apb_we & (PADDR[15:0]==CLKDIV_REG_ADDR)) CLKDIV_REG <= PWDATA[4-1:0];
	always @(posedge PCLK or negedge PRESETn) if(~PRESETn) CONTROL_REG <= 0; else if(apb_we & (PADDR[15:0]==CONTROL_REG_ADDR)) CONTROL_REG <= PWDATA[6-1:0];
	always @(posedge PCLK or negedge PRESETn) if(~PRESETn) GENA_REG <= 0; else if(apb_we & (PADDR[15:0]==GENA_REG_ADDR)) GENA_REG <= PWDATA[12-1:0];
	always @(posedge PCLK or negedge PRESETn) if(~PRESETn) GENB_REG <= 0; else if(apb_we & (PADDR[15:0]==GENB_REG_ADDR)) GENB_REG <= PWDATA[12-1:0];
	assign	PRDATA = 
			(PADDR[15:0] == CMPA_REG_ADDR) ? CMPA_REG :
			(PADDR[15:0] == CMPB_REG_ADDR) ? CMPB_REG :
			(PADDR[15:0] == TOP_REG_ADDR) ? TOP_REG :
			(PADDR[15:0] == CLKDIV_REG_ADDR) ? CLKDIV_REG :
			(PADDR[15:0] == CONTROL_REG_ADDR) ? CONTROL_REG :
			(PADDR[15:0] == GENA_REG_ADDR) ? GENA_REG :
			(PADDR[15:0] == GENB_REG_ADDR) ? GENB_REG :
			32'hDEADBEEF;
	assign PREADY = 1'b1;
endmodule
==> ./run.sh <==
#!/bin/bash
# OpenROAD 26Q1-2900-gdf79404cd8, Yosys 0.63+post, stock flow scripts
make -C /OpenROAD-flow-scripts/flow DESIGN_CONFIG=/design/flow/config.mk WORK_HOME=/design/flow/orfs finish
==> ./config.mk <==
export PLATFORM = sky130hd
export DESIGN_NAME = EF_PWM32_apb
export DESIGN_NICKNAME = EF_PWM32_apb
export VERILOG_FILES = /design/flow/design.v
export SDC_FILE = /design/flow/constraint.sdc
export NUM_CORES = 4
export LEC_CHECK = 1
export CORE_UTILIZATION = 40
==> ./constraint.sdc <==
current_design EF_PWM32_apb

set clk_period 6.9
set clk_io_pct 0.2

create_clock -name clk0 -period $clk_period [get_ports {PCLK}]

set non_clock_inputs [all_inputs -no_clocks]
set_input_delay [expr $clk_period * $clk_io_pct] -clock clk0 $non_clock_inputs
set_output_delay [expr $clk_period * $clk_io_pct] -clock clk0 [all_outputs]
==> run_results.csv <==
group,metric,value,unit
route,antenna_left,0,
critical_path,path_class,"primary input to output pin",
floorplan,rows,58,
run_status,status,"complete, no violations",
route,n_antenna_cell,0,
power_and_ir_drop,p_leak,6.270,nW
critical_path,path_cells,"clkdlybuf4s50_1, nor4_1, and3_1, nor2b_1, and3_1, buf_4, a21oi_1, o31ai_1, clkdlybuf4s50_1",
synth,simple_gate_area_frac,0.1518,
synth,synth_top_cell_by_area,"dfrtp_1",
critical_path,crit_fanout,13,
route,dr.pass1.iters,5,
clock_tree,path_clk_slew,0.06,ns
clock_tree,hold_buffers,0,
final_timing,rsz0062_at_grt,"false",
clock_tree,cts_resized,0,
grt,grt_pass1_vias,7961,
critical_path,crit_arrival,4.58,ns
clock_tree,postCtsSetupBuffers,0,
final_timing,fmax,167.9,MHz
synth,top_area_frac,0.4053,
grt,antenna_found_initial,0,
final_timing,worst_slack,0.9433,ns
critical_path,required,5.52,ns
place,hpwl,22100,um
cells_and_area,fin_area,12160,um2
place,place_area,11510,um2
power_and_ir_drop,p_per_area,175.8,nW/um2
synth,synth-cells-yosys,1068,
grt,grt_pass1_wl,47640,um
clock_tree,cts_tree,"done",
critical_path,crit_path_max_incr_delay,0.60,ns
clock_tree,cts_root_buf,"clkbuf_16",
power_and_ir_drop,finalPower,2.138,mW
clock_tree,clkLatencyLatePin,0.43,ns
clock_tree,cts_buffer_depth,2,
synth,postSynth.asyncResetShare,1.000,
synth,yosys-top-cells-count,"169 x dfrtp_1, 100 x xor2_1, 94 x mux2_2, 94 x nand2_1, 60 x o21ai_0",
final_timing,setup_tns,0,ns
cells_and_area,drive_gt1_frac,0.1512,
synth,adder_share,0.03357,
floorplan,core_area,25400,um2
final_timing,tightest_slew,0.7872,ns
synth,ff_type,"dfrtp_1",
route,route.detailed.drc,0,
synth,ys_top_logic_family,"simple AND/OR/NAND/NOR gates",
final_timing,finClkSkew,0.01065,ns
cells_and_area,fillers,2347,
grt,track_usage,0.2430,
clock_tree,cts_max_level,4,
floorplan,die_h,163.5,um
synth,mux_share,0.1513,
synth,ys_area,10440,um2
route,wl_per_cell,20.93,um
route,wl,30440,um
place,gp_congestion,0.9109,
power_and_ir_drop,irDropWorstVdd,0.1450,mV
synth,syn_area,10440,um2
worst_hold_path,hp-class,"flip-flop to flip-flop",
place,dpl.cell_count,1423,
synth,yosysMostFrequentCell,"dfrtp_1",
synth,ys_warn_count,2,
job,tool_warnings,54,
final_timing,relSlewSlack,0.4703,
place,dp_slack,0.9395,ns
route,dr_total_vias,8368,
cells_and_area,fin_cells,1454,
floorplan,die-area,26740,um2
final_timing,hold_slack,0.5089,ns
synth,synthTopCellsByArea,"dfrtp_1 41%, mux2_2 10%, xor2_1 8.4%",
route,via_per_inst,5.755,
synth,synth_cells,1068,
synth,ys.flops,169,
final_timing,fin_crit_sh,0.8633,
critical_path,crit_path_end_kind,"output pin",
grt,grt_max_degree,53,
synth,xor_share,0.08561,
clock_tree,numCtsBuffers,17,
final_timing,finalCriticalPeriod,5.957,ns
place,io_buffers,86,
floorplan,fp_util,0.4108,
final_timing,slew_viol_final,0,
synth,enable_flop_cells,0,
synth,yosysUniqueCellTypes,65,
synth,ys_seq_share,0.4053,
cells_and_area,finish.utilization,0.4788,
synth,synth_area_per_cell,9.771,um2
final_timing,setup_viol,0,
grt,grt.overflow.total,0,
route,drt_iter0_drc,627,
critical_path,startpoint_type,"primary input",
synth,ys_sh_aoi,0.1296,
job,maxCapViolCount,0,
floorplan,dieWidth,163.5,um
cells_and_area,synthToLayoutAreaGrowth,16.53,%
floorplan,ios,104,
clock_tree,clock_sinks,169,
final_timing,final_hold_viol_count,0,
critical_path,cpMaxStageDelayCell,"and3_1",
[layer usage]
metal,global-route usage,up-vias,wire [um]
li1,-,3923,-
met1,0.3872,4165,14620
met2,0.3696,254,13650
met3,0.03777,26,1783
met4,0.02820,0,386
met5,0,-,0
[where the power goes]
group	total (mW)	internal, mW	switching, mW
logic	0.0852	0.0349	0.0502
clock network	1.06	0.644	0.417
registers	0.992	0.991	0.00101
[registers in the layout, indices dropped and copies added, names as in the netlist]
name,cells
GENA_REG,12
CLKDIV_REG,4
inst_to_wrap.cntr,32
TOP_REG,32
inst_to_wrap.clkdiv_ctr,3
GENB_REG,12
inst_to_wrap.pwm_b,1
inst_to_wrap.pwm_a,1
CMPA_REG,32
inst_to_wrap.dir,1
CMPB_REG,32
CONTROL_REG,6
inst_to_wrap.clken,1
[worst max-delay path, delay by kind of cell]
kind	cells	cell delay, ns
AND-OR/OR-AND	2	0.47
buffers and inverters	3	1.26
AND/OR/NAND/NOR	4	1.45
[cell families after synthesis]
logic type | Yosys count
fa+ha+maj | 28
flops | 169
simple gates | 309
compound gates | 210
mux | 142
xor+xnor | 102
buf+inv | 107
other cells | 1
[placed cells by master (no fill, tap or decap), types with 12 or more instances in the layout]
cell / count
dfrtp_1: 169
xor2_1: 100
nand2_1: 94
mux2_2: 94
clkdlybuf4s50_1: 85
o21ai_0: 60
nor2_1: 55
nor4_1: 37
o31ai_1: 32
mux2_1: 32
a21oi_1: 30
ha_1: 28
inv_1: 26
nor3_1: 25
nand3_1: 21
o22ai_1: 18
buf_4: 18
o21ai_1: 17
clkbuf_16: 17
mux2i_1: 16
nand4_1: 14
nand2b_1: 13
and3_1: 12
[final timing paths]
kind                                                 start                    endpoint  slack [ns]  depth (start not counted)
worst max-delay path                             PADDR[10]                  PRDATA[30]        0.94                          9
worst max register to register       inst_to_wrap.cntr[27]       inst_to_wrap.cntr[31]        3.14                          9
max in group asynchronous                          PRESETn                 GENA_REG[2]        4.49                          3
worst min-delay path            inst_to_wrap.clkdiv_ctr[0]  inst_to_wrap.clkdiv_ctr[0]        0.51                          1
worst min register to register  inst_to_wrap.clkdiv_ctr[0]  inst_to_wrap.clkdiv_ctr[0]        0.51                          1
min in group asynchronous                          PRESETn                CMPB_REG[14]        0.86                          1
[area by class of cell]
type                            count  area, um2  area share
Multi-Input combinational cell    792       5769      0.4744
Sequential cell                   169       4229      0.3478
Timing Repair Buffer              104      997.2     0.08200
Clock buffer                       17      425.4     0.03498
Tap cell                          330      412.9     0.03395
Clock inverter                     14      221.5     0.01821
Inverter                           28      105.1    0.008643
Power figures rest on the tool's default switching activity, not on a simulated workload.
